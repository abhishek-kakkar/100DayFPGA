**flow/constraint.sdc**
```tcl
current_design driver

set clk_period 1.3
set clk_io_pct 0.2

create_clock -name clk0 -period $clk_period [get_ports {i_clk}]

set non_clock_inputs [all_inputs -no_clocks]
set_input_delay [expr $clk_period * $clk_io_pct] -clock clk0 $non_clock_inputs
set_output_delay [expr $clk_period * $clk_io_pct] -clock clk0 [all_outputs]
```
**flow/design.v**
```verilog
module chaser_wb(
    input wire          i_clk,
    input wire          i_cyc,
    input wire          i_stb,
    input wire          i_we,
    input wire          i_addr,
    input wire [31:0]   i_data,
    output wire         o_stall,
    output reg          o_ack,
    output wire [31:0]  o_data,
    output reg  [5:0]   o_led
);
    parameter WIDTH = 24;
    wire            busy;
    reg     [3:0]   state;
    initial state = 0;
    wire [33:0] unused;
    assign unused = { i_cyc, i_addr, i_data };
    initial o_ack = 1'b0;
    always @(posedge i_clk)
        o_ack <= (i_stb) && (!o_stall);
    assign o_stall = (busy) && (i_we);
    assign o_data = { 28'h0, state };
    assign busy = (state != 0);
    always @(posedge i_clk)
    begin
        if ((i_stb) && (i_we) && (!o_stall))
            state <= 4'h1;
        else if (state >= 4'hB)
            state <= 4'h0;
        else if (state != 0)
            state <= state + 1'h1;
    end
    always @(posedge i_clk)
    begin
        case (state)
            4'h1: o_led <= 6'h01;
            4'h2: o_led <= 6'h02;
            4'h3: o_led <= 6'h04;
            4'h4: o_led <= 6'h08;
            4'h5: o_led <= 6'h10;
            4'h6: o_led <= 6'h20;
            4'h7: o_led <= 6'h10;
            4'h8: o_led <= 6'h08;
            4'h9: o_led <= 6'h04;
            4'hA: o_led <= 6'h02;
            4'hB: o_led <= 6'h01;
            default: o_led <= 6'h00;
        endcase
    end
endmodule
module driver(
    input wire i_clk,
    output wire [5:0] led,
    input wire sw
);
    chaser_wb #(
        .WIDTH(24)
    ) mychaser (
        .i_clk(i_clk),
        .o_led(led),
        .i_stb(sw),
        .i_we(1)
    );
endmodule
```
**flow/run.sh**
```bash
#!/bin/bash
# OpenROAD 26Q1-2900-gdf79404cd8, Yosys 0.63+post, stock flow scripts
make -C /OpenROAD-flow-scripts/flow DESIGN_CONFIG=/design/flow/config.mk WORK_HOME=/design/flow/orfs finish
```
**flow/config.mk**
```make
export PLATFORM = sky130hd
export DESIGN_NAME = driver
export DESIGN_NICKNAME = driver
export VERILOG_FILES = /design/flow/design.v
export SDC_FILE = /design/flow/constraint.sdc
export NUM_CORES = 4
export LEC_CHECK = 1
export CORE_AREA = 10 10 70 70
export DIE_AREA = 0 0 80 80
```
==> CHANGELOG.md <==
### Metrics

* Outcome: finished, final reports clean
* Placer congestion estimate at between 0.7 and 0.8
* Drt total wl at 855 um
* Routed vias/inst at 3.28
* # Cells Yosys at 40
* Most frequent cells in the layout: 6 x dfxtp_2, 6 x dlymetal6s2s_1, 5 x buf_4
* Mapped Area at 415 um^2
* Reg clk slew, reported paths at 60 ps
* Worst hold margin at between 500 and 600 ps
* YS chip area at 415 um^2
* Largest net degree at the start of global routing at 8
* Hold path start: mychaser.state[0]
* Crit Path Class: register to register
* Layout fillers at 369
* Synth Instances at 40
* LEAKAGE at 0.000357 uW
* Yosys warns at 2
* Fmax at around 810 MHz
* Crit path launch: mychaser.state[0]
* Count of tool warnings at 28
* DR vias at approximately 340
* H-Tree Level Count at 1
* Worst hold path type: register to register
* Max Slew Vio Count at 0
* Clk ins delay skew pair at 260 ps
* Post-synthesis sequential area ratio at 0.482
* Mean Syn Cell Area at 10.4 um^2
* CTS Buffer Depth at 2
* Row count at 21
* Data required time of the critical path at 1460 ps
* Die y size at 80 um
* P per Cell Area at 2200 mW/mm^2
* Clock Sink Count at 10
* Slew HR at 0.829
* DP HPWL at 602 um
* Tmin final at 1240 ps
* Util after Layout at 0.192
* GR Util All Layers at 0.0265
* Distinct cell type count after synthesis at 19
* Yosys reg bits at 10
* Antenna diode instance count at 0
* Root Buffer Master: clkbuf_4
* Vias in the first global route at 312
* First-pass GRT wire length at about 1400 um
* DRT Pass-1 Iters at 2
* Critical path data arrival time at between 1000 and 1500 ps
* Critical path launch point type: register
* Global route overflow at 0
* Proportion of layout cells with a drive suffix above 1 at 0.357
* Worst Path Max Fanout at 4
* Slew at the pin with the worst max-slew slack at around 260 ps
* Clock skew at ~3.2 ps
* ANT nets after route at 0
* Count of final hold-check violations at 0
* CTS tree: built
* Slack of the critical path at ~58 ps
* Die area at 0.00640 mm^2
* Core region area at 0.00342 mm^2
* Post-CTS Hold Fix Bufs at 0
* Die x size at 80 um
* Initial antenna violation count at 0
* Final worst path period share at 0.955
* FP Util at 0.122
* Max-Cap Viols at 0
* # DRC at 0
* Worst setup EP type: register
* Drt wl/cell at roughly 8.4 um
* Area growth syn-to-layout at 57.5%
* Post-place setup slack at approximately 33 ps
* R2r startpoint: mychaser.state[0]
* I/O pin cnt at 8
* Num CTS Buffers at 3
* Setup violators final at 0
* Worst vdd ir at 0.345 mV
* DR iter-0 viols at 30
* I/O Buffers at 7
## cell type report
cell class / count / area, um^2 / share of cell area
Clock buffer: 4 / 36.3 / 0.0554
Inverter: 4 / 15.0 / 0.0229
Tap cell: 46 / 57.6 / 0.0880
Timing Repair Buffer: 12 / 123 / 0.187
Multi-Input combinational cell: 26 / 215 / 0.329
Sequential cell: 10 / 208 / 0.317
## final timing paths
kind | endpoint | slack, ps | depth (start not counted)
setup / recovery | mychaser.state[1] | 60 | 5
hold / removal | mychaser.o_led[5] | 540 | 2
setup reg to reg | mychaser.state[1] | 60 | 5
hold reg to reg | mychaser.o_led[5] | 540 | 2
## power by group
group | switching [uW] | internal [uW] | leakage, uW | total [uW]
clock network | 104 | 170 | 0.0000210 | 274
logic | 262 | 392 | 0.000252 | 653
registers | 72.5 | 441 | 0.0000844 | 513
total | 438 | 1000 | 0.000357 | 1440
## cell families after synthesis
family / after synthesis / synth area share
simple gates: 13 / 0.187
flops: 10 / 0.482
compound gates: 8 / 0.145
fa+ha+maj: 5 / 0.151
buf+inv: 4 / 0.0361
## what timing repair did
action	CTS	global route
hold endpoints to repair	0	0
setup buffers	0	2
setup endpoints to repair	0	9
resized	0	14
## flip-flops by register name, summed over array words and instances, names as in the netlist
signal and cells:
mychaser.state 4, mychaser.o_led 6
## cells in the mapped netlist
library cell	number	share of area
nand2b_1	1	0.015
inv_1	4	0.036
and2b_2	1	0.021
nor3_1	1	0.012
nor2b_4	1	0.033
o21ai_0	2	0.024
a31oi_1	1	0.015
nor2b_1	1	0.015
o22ai_1	1	0.015
o32ai_1	1	0.021
dfxtp_1	10	0.48
a21boi_0	1	0.018
a32o_1	1	0.024
and2b_1	1	0.018
nand2_1	4	0.036
a41o_2	1	0.027
nor3b_1	1	0.018
ha_1	5	0.15
nor2_1	2	0.018
## metrics by stage
| step | power (uW) | setup TNS [ps] | cell area, um^2 | instances |
|---|---|---|---|---|
| after floorplan | 812 | 0 | 417 | 40 |
| after global placement | 1070 | 0 | 567 | 96 |
| after detailed placement | 1090 | 0 | 567 | 96 |
| after CTS | 1370 | 0 | 603 | 100 |
| after global routing | 1590 | -36.0 | 654 | 102 |
| final | 1440 | 0 | 654 | 102 |
## critical path, stage by stage (launching register included)
cell,delay (ps)
dfxtp_2,350
inv_1,80
ha_4,170
nor2b_2,150
nor2b_4,130
a32o_1,250
## layer usage
layer | global-route usage | vias up | wire, um
met1 | 0.0322 | 150 | 402
met2 | 0.0321 | 14 | 323
li1 | - | 169 | -
met4 | 0.00352 | 0 | 10
met5 | 0 | - | 0
met3 | 0.0273 | 2 | 117
No activity file was given, so power comes from the tool's default toggle rates.
