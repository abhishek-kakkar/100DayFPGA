**flow/constraint.sdc**
```tcl
current_design helloworld

set clk_period 3.4
set clk_io_pct 0.2

create_clock -name clk0 -period $clk_period [get_ports {i_clk}]

set non_clock_inputs [all_inputs -no_clocks]
set_input_delay [expr $clk_period * $clk_io_pct] -clock clk0 $non_clock_inputs
set_output_delay [expr $clk_period * $clk_io_pct] -clock clk0 [all_outputs]
```
**flow/config.mk**
```make
export PLATFORM = sky130hd
export DESIGN_NAME = helloworld
export DESIGN_NICKNAME = helloworld
export VERILOG_FILES = /design/flow/design.v
export SDC_FILE = /design/flow/constraint.sdc
export NUM_CORES = 4
export LEC_CHECK = 1
export CORE_UTILIZATION = 50
```
**flow/run.sh**
```bash
#!/bin/bash
# OpenROAD 26Q1-2900-gdf79404cd8, Yosys 0.63+post, stock flow scripts
make -C /OpenROAD-flow-scripts/flow DESIGN_CONFIG=/design/flow/config.mk WORK_HOME=/design/flow/orfs finish
```
**flow/design.v**
```verilog
`default_nettype    none
module txuart(
    input wire i_clk,
    input wire i_wr,
    input wire [7:0] i_data,
    output reg o_busy,
    output wire o_uart_tx
);
    parameter   [23:0]  CLOCKS_PER_BAUD = 24'd139;
    reg         [23:0]  counter;
    reg         [3:0]   state;
    reg                 baud_stb;
    reg         [8:0]   lcl_data;
    localparam  [3:0]   START = 4'h0,
        BIT_ZERO              = 4'h1,
        BIT_ONE               = 4'h2,
        BIT_TWO               = 4'h3,
        BIT_THREE             = 4'h4,
        BIT_FOUR              = 4'h5,
        BIT_FIVE              = 4'h6,
        BIT_SIX               = 4'h7,
        BIT_SEVEN             = 4'h8,
        LAST                  = 4'h8,
        IDLE                  = 4'hF;
    initial o_busy = 1'b0;
    initial state = IDLE;
    always @(posedge i_clk)
    if ((i_wr) && (!o_busy))
        { o_busy, state } <= { 1'b1, START };
    else if (baud_stb) begin
        if (state == IDLE)
            { o_busy, state } <= { 1'b0, IDLE };
        else if (state < LAST) begin
            o_busy <= 1'b1;
            state <= state + 1'b1;
        end else
            { o_busy, state } <= { 1'b1, IDLE };
    end
    initial lcl_data = 9'h1FF;
    always @(posedge i_clk)
    if ((i_wr) && (!o_busy))
        lcl_data <= { i_data, 1'b0 };
    else if (baud_stb)
        lcl_data <= { 1'b1, lcl_data[8:1] };
    assign o_uart_tx = lcl_data[0];
    initial baud_stb = 1'b1;
    initial counter = 0;
    always @(posedge i_clk) begin
        if ((i_wr) && (!o_busy)) begin
            counter <= CLOCKS_PER_BAUD - 1'b1;
            baud_stb <= 1'b0;
        end else if (!baud_stb) begin
            baud_stb <= (counter == 24'h01);
            counter <= counter - 1'b1;
        end else if (state != IDLE) begin
            counter <= CLOCKS_PER_BAUD - 1'b1;
            baud_stb <= 1'b0;
        end
    end
endmodule
`default_nettype    none
module helloworld(
    input wire i_clk,
    output wire o_uart_tx
);
    parameter CLOCK_RATE_HZ = 16000000;
    parameter BAUD_RATE = 115200;
    parameter INITIAL_UART_SETUP = (CLOCK_RATE_HZ / BAUD_RATE);
    reg     [7:0]   tx_data;
    wire            tx_busy;
    reg             tx_stb;
    reg     [3:0]   tx_index;
    reg      [27:0] hz_counter;
    reg             tx_restart;
    txuart #(
        .CLOCKS_PER_BAUD(INITIAL_UART_SETUP[23:0])
    ) mytxuart (
        .i_clk(i_clk),
        .i_wr(tx_stb),
        .i_data(tx_data),
        .o_busy(tx_busy),
        .o_uart_tx(o_uart_tx)
    );
    initial tx_stb = 1'b0;
    always @(posedge i_clk)
    if (tx_restart)
        tx_stb <= 1'b1;
    else if ((tx_stb) && (!tx_busy) && (tx_index == 4'hF))
        tx_stb <= 1'b0;
    initial hz_counter = 28'h16; 
    always @(posedge i_clk)
    if (hz_counter == 0)
        hz_counter <= CLOCK_RATE_HZ - 1'b1;
    else
        hz_counter <= hz_counter - 1'b1;
    initial tx_restart = 0;
    always @(posedge i_clk)
        tx_restart <= (hz_counter == 1);
    initial tx_index = 4'h0;
    always @(posedge i_clk)
    if ((tx_stb) && (!tx_busy))
        tx_index <= tx_index + 1;
    always @(posedge i_clk)
    case(tx_index)
    4'h0: tx_data <= "H";
    4'h1: tx_data <= "e";
    4'h2: tx_data <= "l";
    4'h3: tx_data <= "l";
    4'h4: tx_data <= "o";
    4'h5: tx_data <= ",";
    4'h6: tx_data <= " ";
    4'h7: tx_data <= "W";
    4'h8: tx_data <= "o";
    4'h9: tx_data <= "r";
    4'hA: tx_data <= "l";
    4'hB: tx_data <= "d";
    4'hC: tx_data <= "!";
    4'hD: tx_data <= " ";
    4'hE: tx_data <= "\r";
    4'hF: tx_data <= "\n";
    endcase
endmodule
```
==> summary.txt <==
Status - finished, final reports clean
FP Util - 51.4%
Number of port buffers - 1
Period utilization - 79.2%
Final wirelength - 6940 um
Top Ports - 2
Post-Syn Instances - 397
Largest net degree at the start of global routing - 41
Worst Path Required - 3.67 ns
Commonest Layout Cell - dfxtp_1
Worst-Margin Slew - 0.877 ns
Avg Inst Size Synth - 9.34 sq um
Worst hold path type - reg -> reg
Setup crit end kind - register
TritonCTS buffer count - 9
Maximum capacitance violations - 0
Area Growth Syn to Fin - 7.97%
Commonest flop - dfxtp_1
RSZ-0062 raised after global routing - no
1st-iter DRT viols - 135
GR Util met2 - 29.5%
Max Buffers Root-to-Sink - 2
CP max stage cell - or4_1
Number of enable flip-flop cells - 12
YS chip area - 3710 sq um
Avg WL per Cell - 14.0 um
FP Rows - 31
Grt met3 use - 2.48%
Max IR drop VDD - 0.236 mV
First element of the critical path - mytxuart.baud_stb$_SDFF_PP0_
Final setup vio count - 0
Ys Warns - 2
DR DRC count - 0
Grt met1 use - 32.8%
Congestion Overflow GR - 0
Antenna diodes - 0
Post-CTS Hold Buffers - 0
Crit path launch type - register
Register area share after synthesis - 46.5%
Fmax achieved - 371 MHz
Core ar. - 7210 sq um
Die ar. - 7760 sq um
Worst R2R Start - mytxuart.baud_stb$_SDFF_PP0_
DP Wirelength - 4540 um
Reg clk slew, reported paths - 0.09 ns
Crit-path max FO - 28
Post-CTS Setup Inserts - 0
Clock Skew - 0.0102 ns
Hold Crit Start - tx_restart$_DFF_P_
Hold slack - 0.404 ns
Total design power - 0.00172 W
First-pass GRT wire length - 11700 um
Registers, synthesis - 80
Synth cell types - 51
Most frequent cells in the layout - dfxtp_1 (68), nand2_1 (43), o21ai_0 (28)
Initial DRT Pass Iterations - 4
OpenROAD warnings - 35
Crit path cell chain - nor4_2, nand4b_1, or4_1, o21ai_0
Vias - 2813
Share of cells above drive strength 1 - 8.29%
Asr flop ratio synth - 0%
Post-DRT Antenna Nets - 0
Final slew viol count - 0
Initial antenna violation count - 0
Clock root buffer - clkbuf_8
Yosys cell count - 397
Power Density - 430 nW/um^2
CP peak stage delay - 0.65 ns
CTS tree - done
Max-slew headroom at the worst pin - 41.5%
Clock latency on the worst-skew pair - 0.34 ns
Min Tclk post-route - 2.69 ns
Critical path's top delay family - simple AND/OR/NAND/NOR gates
Routability Congestion - 0.846
Clk sinks - 80
Final-report hold violation count - 0
GR peak layer - met1
Setup_tns - 0 ns
Die Width - 88.1 um
Die H - 88.1 um
Crit path DAT - 2.96 ns
PostCTS Resize Cnt - 0
Total GRT Usage - 19.7%
Cell Area, Synth - 3710 sq um
Number of global-route vias before repair - 2485
Critical path buffer and inverter count - 0
Via density - 5.66
Leak - 1.52 nW
H-tree Lvls - 3
Crit Path Class - reg -> reg
[per-stage QoR]
step / setup WS [ns] / cell area [sq um] / instances / util (%)
after floorplan: 1.29 / 3710 / 397 / -
after global placement: 0.922 / 3780 / 481 / 52.4
after detailed placement: 0.761 / 3780 / 481 / 52.4
after CTS: 0.740 / 4000 / 497 / 55.5
after global routing: 0.463 / 4000 / 497 / 55.5
final: 0.708 / 4000 / 497 / 55.5
[Yosys cell counts (3+ instances only)]
library cell	instances	share of area, %
xor2_1	5	1.2
o21ai_0	28	3.8
o211ai_1	3	0.61
nor3b_1	3	0.61
or4_1	14	2.8
xnor2_1	12	2.8
or3_1	14	2.4
o41ai_1	10	2.4
nand4_1	5	0.84
o2111ai_1	3	0.71
ha_1	15	5.1
nor3_1	10	1.4
nor2_1	21	2.1
dfxtp_1	68	37
a21oi_1	20	2.7
nand2_1	43	4.4
or2_2	7	1.2
o31ai_1	9	1.8
o311ai_0	5	1.2
nor2b_1	3	0.51
inv_1	12	1.2
nor4_1	12	2.0
buf_2	3	0.41
edfxtp_1	12	9.7
clkbuf_1	12	1.2
mux2i_1	4	1.1
nand3_1	9	1.2
mux2_2	5	1.5
[layer usage]
| metal | wire (um) | share of wire (%) | up-vias |
|---|---|---|---|
| li1 | - | - | 1472 |
| met2 | 3040 | 44 | 31 |
| met1 | 3630 | 52 | 1301 |
| met3 | 189 | 2.7 | 9 |
| met5 | 0 | 0 | - |
| met4 | 92 | 1.3 | 0 |
[final cells by class]
cell class              count  area, sq um
clock buffers               9          124
clock inverters             7         95.1
fillers                   670         3210
inverters                  13         48.8
multi-input cells         286         1860
flip-flops and latches     80         1720
well taps                  99          124
repair buffers              3         25.0
[state kept, by name, summed over array words and instances (netlist names)]
| signal | cells |
|---|---|
| mytxuart.lcl_data | 9 |
| mytxuart.o_busy | 1 |
| mytxuart.state | 4 |
| mytxuart.baud_stb | 1 |
| tx_data | 7 |
| hz_counter | 28 |
| tx_index | 4 |
| tx_stb | 1 |
| mytxuart.counter | 24 |
| tx_restart | 1 |
[worst reg2reg max path: cells and delay by family, from the launching register on]
| family | cells | cell delay [ns] |
|---|---|---|
| DFF | 1 | 0.60 |
| and+or+nand+nor | 3 | 1.86 |
| AOI/OAI and AO/OA | 1 | 0.16 |
[logic make-up after synthesis]
logic type                 Yosys count  synth area share (%)
adders and majority gates           15                  5.06
xor gates and xnor gates            17                  4.02
AOI/OAI and AO/OA                   89                  15.7
buffers and inverters               31                  3.27
DFF                                 80                  46.5
muxes                                9                  2.60
and+or+nand+nor                    156                  22.9
[final timing paths]
kind | endpoint | slack (ns) | depth (start not counted)
worst max-delay path | mytxuart.counter[21]$_SDFFE_PP0P_ | 0.71 | 4
worst min-delay path | tx_stb$_SDFFE_PP1P_ | 0.40 | 1
worst max register to register | mytxuart.counter[21]$_SDFFE_PP0P_ | 0.71 | 4
worst min register to register | tx_stb$_SDFFE_PP1P_ | 0.40 | 1
[where the power goes]
part	internal (W)	switching (W)
registers	0.000955	0
clock network	0.000413	0.000353
logic	0	0
No activity file was given, so power comes from the tool's default toggle rates.
